<file path="/design/flow/run.sh">
#!/bin/bash
# OpenROAD 26Q1-2900-gdf79404cd8, Yosys 0.63+post, stock flow scripts
make -C /OpenROAD-flow-scripts/flow DESIGN_CONFIG=/design/flow/config.mk WORK_HOME=/design/flow/orfs finish
</file>
<file path="/design/flow/constraint.sdc">
current_design hex2sevenseg

set clk_period 2.0
set clk_io_pct 0.2

create_clock -name clk0 -period $clk_period

set non_clock_inputs [all_inputs -no_clocks]
set_input_delay [expr $clk_period * $clk_io_pct] -clock clk0 $non_clock_inputs
set_output_delay [expr $clk_period * $clk_io_pct] -clock clk0 [all_outputs]
</file>
<file path="/design/flow/design.v">
  module hex2sevenseg(
    output wire [6:0]   Segments,
    input  wire [3:0]   Hex);
    assign Segments[0] = !((Hex[1] & !Hex[0]) | (!Hex[3] & Hex[1]) | (Hex[2] & Hex[1]) |
        (!Hex[3] & Hex[2] & Hex[0]) |(Hex[3] & !Hex[2] & !Hex[1]) |
        (!Hex[3] & !Hex[2] & !Hex[0]) | (Hex[3] & Hex[2] & !Hex[0]));
    assign Segments[1] = !((!Hex[3] & !Hex[2]) | (!Hex[3] & !Hex[1] & !Hex[0]) |
        (!Hex[3] & Hex[1] & Hex[0]) | (Hex[3] & !Hex[1] & Hex[0]) |
        (!Hex[2] & !Hex[0]));
    assign Segments[2] = !((!Hex[3] & !Hex[1]) | (!Hex[3] & Hex[0]) | (!Hex[3] & Hex[2]) |
        (!Hex[1] & Hex[0]) |(Hex[3] & !Hex[2]));
    assign Segments[3] = !((Hex[3] & !Hex[1]) | (Hex[2] & Hex[1] & !Hex[0]) |
        (!Hex[3] & !Hex[2] & Hex[1]) | (!Hex[2] & !Hex[1] & !Hex[0]) |
        (!Hex[2] & Hex[1] & Hex[0]) | (Hex[2] & !Hex[1] & Hex[0]));
    assign Segments[4] = !((Hex[1] & !Hex[0]) | (Hex[3] & Hex[1]) | (Hex[3] & !Hex[0]) |
        (Hex[3] & Hex[2]) | (!Hex[2] & !Hex[0]));
    assign Segments[5] = !((!Hex[1] & !Hex[0]) | (Hex[3] & Hex[1]) | (Hex[3] & !Hex[2]) |
        (Hex[2] & !Hex[0]) | (!Hex[3] & Hex[2] & !Hex[1]));
    assign Segments[6] = !((Hex[1] & !Hex[0]) | (!Hex[2] & Hex[1]) | (Hex[3] & !Hex[2]) |
        (Hex[3] & Hex[0]) | (!Hex[3] & Hex[2] & !Hex[1]));
  endmodule
</file>
<file path="/design/flow/config.mk">
export PLATFORM = sky130hd
export DESIGN_NAME = hex2sevenseg
export DESIGN_NICKNAME = hex2sevenseg
export VERILOG_FILES = /design/flow/design.v
export SDC_FILE = /design/flow/constraint.sdc
export NUM_CORES = 4
export LEC_CHECK = 1
export CORE_AREA = 10 10 70 70
export DIE_AREA = 0 0 80 80
</file>
==> qor.csv <==
metric;value;unit
die-height;80;um
ys_cells;35;
grt_pass1_wl;1.40;mm
power.leakage;0.000192;uW
drcViolationCount;0;
path_class;input pin to output port;
most_common_cell;nand2_1;
drive_gt1_share;32.7;%
syn2layout_area_growth;101;%
critPathBufInv;2;
top_cells_by_area;nand2_1, nand2b_1, a21o_1, o22ai_1, buf_6;
fin_util;12.3;%
dp_hpwl;631;um
vdd.ir_drop.worst;32.6;uV
crit_family;buffers and inverters;
worst_slew_pin_slew;0.194;ns
required;1.60;ns
avgSynthCellArea;5.97;um2
wl;825;um
drt-initial-drc-count;5;
grt_max_degree;9;
cp.arrival;1.52;ns
finalMaxSlewViolations;0;
dr.pass1.iters;2;
critical-path-slowest-cell;clkdlybuf4s50_1;
maxCapViolations;0;
powerDensity;196;nW/um2
clkbuf_count;0;
wl_per_cell;8.42;um
initial_core_util;6.12;%
crit_chain;buf_2 -> or3_1 -> nand2_1 -> a21o_1 -> clkdlybuf4s50_1;
gr-total-overflow;0;
antenna_found_initial;0;
max_freq;522;MHz
status;completed;
routed-via-count;294;
grt_use_total;2.56;%
period_used_share;95.8;%
stdcell_count;98;
cp.depth;5;
postPlaceCellArea;400;um2
finalInstanceArea;419;um2
crit_fanout;8;
tool_warnings;33;
fin_setup_tns;0;ns
synth_seq_share;0;%
largest_area_cell;nand2_1;
critPathLaunch;Hex[2];
core-area;3420;um2
vias_per_cell;3.00;
critPathCapture;Segments[2];
total_power;82.4;uW
top_cells_by_count;nand2_1, nand2b_1;
startpoint_type;input pin;
route.antenna.remaining_nets;0;
top_cell_area_share;12.6;%
die_width;80;um
io_buffers;11;
synth.cell_area;209;um2
dieArea;6400;um2
maxSlewHeadroom;87.0;%
yosys-stat-area;209;um2
placementRows;21;
critPathMaxStageDelay;0.46;ns
yosys_warnings;0;
num_io_pins;11;
grt_pass1_vias;312;
dp_cells;95;
synthCells;35;
synth_cell_type_count;22;
setup_violations;0;
seq_area;0;um2
min_period;1.92;ns
nFlopsAndLatches;0;
place.gp.congestion;0.663;
rsz0062_at_grt;true;
antenna_cells;0;
finalHoldViolCount;0;
endpoint_kind;output port;
hold_class;input pin to output port;
==> cell type report <==
class,count,area (um2)
fill,407,3000
multi-input combinational,30,191
timing repair buffer,21,166
tap,46,57.6
inverter,1,3.75
==> logic make-up (layout without fill, tap and decap cells) <==
family	Yosys count	count (layout)	synth area share, %
xor+xnor	1	1	4.19
compound gates	11	11	36.5
simple gates	18	18	43.7
buf+inv	5	22	15.6
==> power breakdown <==
| group | total, uW | leakage [uW] | switching [uW] | internal (uW) |
|---|---|---|---|---|
| combinational | 82.4 | 0.000192 | 33.3 | 49.1 |
| clock | 0 | 0 | 0 | 0 |
| sequential | 0 | 0 | 0 | 0 |
| total | 82.4 | 0.000192 | 33.3 | 49.1 |
==> how the worst min path moves through the flow <==
stage	startpoint	to	slack, ns	depth (start not counted)
CTS	Hex[0]	Segments[6]	1.41	4
global route	Hex[3]	Segments[6]	1.42	4
finish	Hex[1]	Segments[6]	1.35	5
==> layer usage <==
metal	routed length, um	track usage, %	share of wire [%]
met1	384	3.43	47
met2	375	4.17	45
met3	65	0.795	7.9
met4	0	0	0
met5	0	0	0
==> placed cells by master, fill, tap and decap left out, types with 2 or more instances in the layout <==
cell type and n:
nand2_1 7, clkbuf_2 2, buf_4 7, dlygate4sd2_1 3, clkdlybuf4s50_1 4, nand2b_1 3, buf_2 3, nor2_1 2
a21o_1 2, o21ai_1 2, o22ai_1 2, buf_6 2
==> tightest hold or removal path, cell delays in order <==
cell and delay (ns):
clkbuf_2 0.10, buf_6 0.11, a31oi_1 0.08, o31ai_2 0.06
dlygate4sd2_1 0.20
==> metrics by stage <==
stage,hold WS (ns),setup slack (ns)
after floorplan,0.916,0.610
after global placement,1.90,-0.443
after detailed placement,1.90,-0.426
after CTS,1.41,0.000398
after global routing,1.42,-0.00297
final,1.35,0.0830
==> what timing repair did <==
action / in CTS / in global routing
setup endpoints to repair: 7 / 6
cloned: 1 / 0
hold buffers: 0 / 0
pin swaps: 1 / 2
buffers inserted: 2 / 0
gates resized: 21 / 2
Power and IR drop assume default switching activity.
