$ cat flow/config.mk
export PLATFORM = sky130hd
export DESIGN_NAME = divide_by_48M
export DESIGN_NICKNAME = divide_by_48M
export VERILOG_FILES = /design/flow/design.v
export SDC_FILE = /design/flow/constraint.sdc
export NUM_CORES = 4
export LEC_CHECK = 1
export CORE_AREA = 10 10 110 110
export DIE_AREA = 0 0 120 120
$ cat flow/constraint.sdc
current_design divide_by_48M

set clk_period 6.7
set clk_io_pct 0.2

create_clock -name clk0 -period $clk_period [get_ports {clockIn}]

set non_clock_inputs [all_inputs -no_clocks]
set_input_delay [expr $clk_period * $clk_io_pct] -clock clk0 $non_clock_inputs
set_output_delay [expr $clk_period * $clk_io_pct] -clock clk0 [all_outputs]
$ cat flow/design.v
module divide_by_48M(dividedOut, clockIn);
output 			dividedOut;
input  			clockIn;
reg [25:0]	counter;
assign dividedOut = counter[25];
always @(posedge clockIn)
begin
	counter = counter - 26'd01;
	if (counter == 0)
	begin
		counter = 26'd48000000;
	end
end
endmodule
$ cat flow/run.sh
#!/bin/bash
# OpenROAD 26Q1-2900-gdf79404cd8, Yosys 0.63+post, stock flow scripts
make -C /OpenROAD-flow-scripts/flow DESIGN_CONFIG=/design/flow/config.mk WORK_HOME=/design/flow/orfs finish
==> flow_summary.yaml <==
# yosys + openroad results
route:
  num_vias: 1096
  finalWirelength_um: 2823
  m1WireLength_um: 1582
  drc: 0
  dr.max_layer_used: "met4"
  dr_wl_met3_um: 110
  firstDrtPassIters: 4
  viasPerCell: 3.806
  wl_met2_um: 1116
  insertedDiodeCount: 0
  ant_nets: 0
  drt_iter0_markers: 79
  routedWlPerCell_um: 9.802
pwr:
  switchingPower_w: 0.00004877
  power_leakage_nw: 0.5723
  p_per_area_mw_per_mm2: 151.7
  combinationalPowerShare: 0
  p_seq_frac: 0.604
  ir_drop_mv: 0.08866
  p_sw_frac: 0.1908
  p_int_w: 0.0002069
  p_clk_frac: 0.396
global_routing:
  grt_use_total: 0.04062
  overflow: 0
  grt_first_pass_wirelength_um: 5016
  grt_pass1_vias: 1027
  grt_max_degree: 15
  antenna_found_initial: 0
floorplan:
  rows: 36
  core-area_mm2: 0.009774
  ioPinCount: 2
  die_h_um: 120
  die_area_mm2: 0.01440
  die_w_um: 120
  fp_util: 0.1559
critical_path:
  path_cells: "inv_1 -> ha_1 -> nor3b_1 -> nand4b_1 -> a211o_1 -> a211oi_1 -> nand4_2 -> o21ba_2"
  slowest_delay_ns: 0.63
  startpoint_type: "register"
  arrival_ns: 3.25
  critPathCaptureType: "register"
  criticalPathCategory: "register to register"
  path_max_fanout: 12
  r2r_slack_ns: 3.62
  worst-path-stages: 8
  crit_buf_inv: 1
  r2r_cells: 8
  critPathRequiredTime_ns: 6.87
  cp_slowest_cell: "nor3b_1"
  cp_top_family: "simple AND/OR/NAND/NOR gates"
synth:
  ys_cells: 160
  synth_cell_types: 48
  synth-main-ff-cell: "dfxtp_1"
  synth_cells: 160
  async_flop_share: 0
  top_cells_by_area: "dfxtp_1 (34%), o21ai_2 (5.7%), xnor2_1 (5.7%)"
  yosysWarnings: 1
  yosys.area.top_type: "dfxtp_1"
  yosysTopAreaCellShare: 0.3415
  syn-mean-instance-area_um2: 9.525
  edf_count: 0
  ys_chip_area_mm2: 0.001524
  ys_seq_frac: 0.3415
  ys.flops: 26
  syn-cell-area_mm2: 0.001524
flow_run:
  timing.max_cap.violations: 0
  log.warning_count: 26
timing:
  layout_min_cycle_time_ns: 3.079
  finalSetupViolCount: 0
  timing.hold.ws_ns: 0.4896
  drv_slew: 0
  hold_viol: 0
  finClkSkew_ns: 0.004904
  slew_headroom: 0.5070
  period_used_share: 0.4596
  fin_setup_tns_ns: 0
  max_freq_ghz: 0.3247
  worst_slew_pin_slew_ns: 0.7380
  rsz0062_at_grt: "false"
final_layout:
  nFillCells: 1072
  final_util: 0.1724
  largest_reg_flops: 26
  areaGrowthSynthToFinish_pct: 10.59
  logic_area_um2: 925.9
  flop_area_um2: 520.5
  design_area_mm2: 0.001685
  drive_gt1_frac: 0.2065
min_path:
  whs_path_depth: 1
  min_path_type: "register to register"
cts:
  cts_tree: "built"
  cts_sinks: 26
  clk_pin_slew_worst_paths_ns: 0.09
  cts_setup_buffers: 0
  cts.hold.buffers_added: 0
  numCtsBuffers: 3
  clock_latency_ns: 0.27
  cts-root-buf: "clkbuf_8"
  cts_max_level: 1
  cts_resized: 0
  ctsLongestPathBuffers: 2
run_status:
  status: "finished clean"
placement:
  dp_hpwl_um: 2085
  placed_cell_area_mm2: 0.001630
  port-buffer-count: 1
  place_congestion: 0.8303
metrics by stage:
stage / instances / worst slack (ns) / power [W]
final: 288 / 3.621 / 0.0002556
after global routing: 288 / 3.382 / 0.0002654
after CTS: 288 / 3.671 / 0.0002612
after detailed placement: 284 / 3.707 / 0.0001580
after global placement: 284 / 3.691 / 0.0001580
after floorplan: 160 / 4.405 / 0.0001580
Yosys cell counts, types with 2 or more instances:
master,number
o21a_1,2
nor3_1,8
nor4_2,3
a21oi_1,2
o21ai_0,2
nor4_4,2
inv_1,2
o21ai_2,10
nand3b_1,2
xor2_1,9
dfxtp_1,26
nor4_1,7
or3_4,3
buf_2,2
ha_1,2
o31ai_1,2
nand2_1,7
nor4b_1,3
nor2_1,15
o31a_1,2
nand3_1,3
clkbuf_1,4
buf_6,4
nand4_2,3
xnor2_1,10
or2_2,2
o32a_1,2
logic make-up after synthesis:
| kind of cell | Yosys count | synth area share |
|---|---|---|
| xor+xnor | 19 | 0.1092 |
| fa+ha+maj | 2 | 0.01642 |
| simple gates | 72 | 0.3276 |
| compound gates | 29 | 0.1543 |
| flops | 26 | 0.3415 |
| buf+inv | 12 | 0.05090 |
path summary, 6_finish.rpt:
path / from / endpoint
max reg2reg: counter[0] / counter[1]
max: counter[0] / counter[1]
min reg2reg: counter[21] / counter[21]
min: counter[21] / counter[21]
layout by cell type, fill, tap and decap left out, types with 4 or more instances in the layout:
cell type	count
xnor2_1	10
nor2_1	15
clkbuf_8	4
dfxtp_1	26
nor4_1	7
xor2_1	9
nand2_1	7
o21ai_2	10
nor3_1	8
layer usage:
metal / track usage / vias to the layer above
met5: 0 / -
met4: 0.001508 / 0
met3: 0.01047 / 2
met2: 0.05777 / 12
met1: 0.06314 / 501
li1: - / 581
final cells by class:
cell class,instances,share of cell area
Multi-Input combinational cell,122,0.5494
Tap cell,133,0.09874
Sequential cell,26,0.3088
Clock buffer,4,0.03267
Inverter,2,0.004454
Timing Repair Buffer,1,0.005939
power by group through the flow:
stage     sequential, W  combinational, W  clock (W)
4_1_cts        0.000154    0.000000000334   0.000107
5_1_grt        0.000154    0.000000000334   0.000111
6_report       0.000154    0.000000000334   0.000101
Power is estimated from default activity; no workload was simulated.
