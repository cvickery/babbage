$ cat flow/design.v
module clock_module(
  input  wire clock_in,
  output reg divide_by_250M,
  output reg divide_by_100M,
  output reg divide_by_50M,
  output reg divide_by_10M);
  reg[27:0]  count_250M;
  reg[26:0]  count_100M;
  reg[25:0]  count_50M;
  reg[24:0]  count_10M;
  always @(posedge clock_in)
  begin
  count_100M <= count_100M + 27'd1;
  count_50M <= count_50M   + 26'd1;
  count_10M <= count_10M   + 25'd1;
  divide_by_100M <= 0;
  divide_by_50M  <= 0;
  divide_by_10M  <= 0;
  if (count_250M == 28'd250000000)
    begin
    count_250M <= 0;
    divide_by_250M <= 1;
    end
  else
    begin
    count_250M <= count_250M + 28'd1;
      divide_by_250M <= 0;
    end
  if (count_100M == 27'd100000000)
    begin
    count_100M <= 0;
    divide_by_100M <= 1;
    end
  else
    begin
    count_100M <= count_100M + 27'd1;
      divide_by_100M <= 0;
    end
  if (count_50M == 26'd50000000)
    begin
    count_50M <= 0;
    divide_by_50M <= 1;
    end
  else
    begin
    count_50M <= count_50M + 26'd1;
      divide_by_50M <= 0;
    end
  if (count_10M == 25'd10000000)
    begin
    count_10M <= 0;
    divide_by_10M <= 1;
    end
  else
    begin
    count_10M <= count_10M + 25'd1;
      divide_by_10M <= 0;
    end
  end
endmodule
$ cat flow/run.sh
#!/bin/bash
# OpenROAD 26Q1-2900-gdf79404cd8, Yosys 0.63+post, stock flow scripts
make -C /OpenROAD-flow-scripts/flow DESIGN_CONFIG=/design/flow/config.mk WORK_HOME=/design/flow/orfs finish
$ cat flow/config.mk
export PLATFORM = sky130hd
export DESIGN_NAME = clock_module
export DESIGN_NICKNAME = clock_module
export VERILOG_FILES = /design/flow/design.v
export SDC_FILE = /design/flow/constraint.sdc
export NUM_CORES = 4
export LEC_CHECK = 1
export CORE_UTILIZATION = 50
$ cat flow/constraint.sdc
current_design clock_module

set clk_period 4.8
set clk_io_pct 0.2

create_clock -name clk0 -period $clk_period [get_ports {clock_in}]

set non_clock_inputs [all_inputs -no_clocks]
set_input_delay [expr $clk_period * $clk_io_pct] -clock clk0 $non_clock_inputs
set_output_delay [expr $clk_period * $clk_io_pct] -clock clk0 [all_outputs]
==> results_slide.txt <==
Key Metrics from the Run

Status
  – Status: completed

Yosys
  – Post-synthesis sequential area ratio: 47.2%
  – Mapped Cells: 503
  – Ys Warns: 1
  – Ys cells: 503
  – Synth cell types: 40
  – YS chip area: 0.00467 mm2
  – Flops out of synthesis: 110
  – Synth Cell Area: 0.00467 mm2
  – Avg Inst Size Synth: 9.28 um2

Finish
  – Area grow syn2layout: 7.85%
  – Layout Utilization: 56.6%
  – Most frequent logic cells in the routed design: dfxtp_1, nor2_1, xnor2_1
  – Final Cell Area: 0.00503 mm2
  – Top cell excl fill/tap: dfxtp_1
  – Fillers: 769
  – Layout cell share with drive strength beyond 1: 5.43%

Floorplan
  – Die W: 98.6 um
  – Core area: 0.00889 mm2
  – Die height: 98.6 um
  – Floorplan Utilization: 52.5%
  – Die area: 0.00973 mm2
  – IO Pins: 5
  – Row count: 34

Drt
  – Final wirelength: 7600 um
  – Post-route ant nets: 0
  – DR vias: 3319
  – Routed len/inst: 12.2 um
  – Diodes inserted: 0
  – Iteration-0 DRC Markers: 59
  – DR pass1 iterations: 4
  – DRC: 0
  – Vias per std cell: 5.32

Power and ir drop
  – Worst IR Drop VDD: 0.200 mV
  – Power Total: 0.00152 W
  – Leakage: 1.73 nW
  – Power Density: 301 mW/mm2

Critical path
  – Crit path kind: reg -> reg
  – Worst path cell trace: or4b_1 -> nor4_1 -> and4_1 -> and3b_1 -> o21bai_1
  – CP endpoint kind: flip-flop
  – WP data required: 5.06 ns
  – Critical Path Max Stage Delay: 0.58 ns
  – Max Fanout on Critical Path: 16
  – CP bufs+invs: 0
  – Startpoint types: flip-flop
  – CP max stage cell: and4_1
  – Critical Path AT: 2.46 ns
  – Worst path top cell family by delay: simple AND/OR/NAND/NOR gates

Global routing
  – Largest net degree at the start of global routing: 19
  – GRT Util Overall: 17.8%
  – Initial antenna violation count: 0
  – Via count of the first global-routing pass: 3068
  – First-pass GRT wire length: 14000 um
  – Overflow after GRT: 0

STA
  – RSZ-0062 raised after global routing: no
  – Setup_tns: 0 ns
  – Post-route setup slack: 2.60 ns
  – Max_slew headroom: 50.4%
  – # setup viols final: 0
  – Tmin final: 2.20 ns
  – Worst Tran Pin Value: 0.738 ns
  – Clock skew: 0.0155 ns
  – Period utilisation layout: 45.8%
  – Final Hold Fails: 0
  – Fmax achieved: 455 MHz
  – Slew Viols, Final: 0

Clock tree
  – Clock Sinks: 110
  – CTS tree: done
  – H-tree lvl count: 3
  – Clk Tree Root Cell: clkbuf_8
  – Max clock buf depth: 2
  – # hold bufs at CTS: 0
  – Clk latency late pin: 0.36 ns
  – Worst-path clk slew: 0.10 ns
  – Number of CTS-inserted buffers: 9
  – Post-CTS Resized: 0
  – Postcts setup bufs: 0

Run
  – MaxCap Viol Count: 0
  – Tool warnings: 29

Place
  – Pre-CTS WS: 2.60 ns
  – I/O Buffers: 4
  – Hpwl dp: 5230 um
  – Gpl congestion: 0.811
  – Placed Area: 0.00481 mm2

Worst hold path
  – Hold WC Path Type: reg -> reg
==> power by group <==
| part | internal [W] | switching, W | total (W) |
|---|---|---|---|
| registers | 0.000912 | 0 | 0.000912 |
| clock network | 0.000297 | 0.000306 | 0.000603 |
| logic | 0 | 0 | 0.000000000731 |
==> through the flow <==
step                      std cells  hold slack [ns]
after floorplan                 503            0.430
after global placement          608            0.447
after detailed placement        608            0.450
after CTS                       624            0.476
after global routing            624            0.492
final                           624            0.471
==> kinds of logic after synthesis <==
family,Yosys count,synth area share (%)
fa+ha+maj,8,2.14
flops,110,47.2
mux,4,0.911
buf+inv,27,2.49
compound gates,17,1.88
simple gates,259,30.8
xor+xnor,78,14.6
==> routing by layer <==
metal / vias to the layer above / GRT usage [%] / wire, um
met5: - / 0 / 0
met4: 0 / 1.84 / 63
met3: 4 / 3.32 / 210
met2: 26 / 26.4 / 3170
met1: 1521 / 29.1 / 4150
li1: 1768 / - / -
==> state kept, by name, indices dropped and copies added (netlist names) <==
signal / cells
divide_by_100M: 1
divide_by_10M: 1
divide_by_50M: 1
count_10M: 25
divide_by_250M: 1
count_250M: 28
count_50M: 26
count_100M: 27
==> cell usage after synthesis (all sizes together) <==
master / count / share of area, %
mux2i: 2 / 0.43
nor4bb: 1 / 0.21
inv: 18 / 1.6
and3b: 1 / 0.19
nand2: 41 / 3.3
nor2b: 4 / 0.54
and4bb: 1 / 0.27
and3: 16 / 2.1
nor2: 52 / 4.2
and2: 6 / 0.80
xor2: 29 / 5.4
clkbuf: 4 / 0.32
or3b: 1 / 0.19
nand2b: 2 / 0.27
mux2: 2 / 0.48
nand4: 32 / 4.3
xnor2: 49 / 9.2
ha: 8 / 2.1
dfxtp: 110 / 47
or2: 2 / 0.27
a21oi: 1 / 0.11
o21bai: 1 / 0.16
or4: 1 / 0.16
and4: 10 / 1.9
nand3: 45 / 4.8
or3: 1 / 0.13
or4b: 2 / 0.43
nor3: 11 / 1.3
o21ai: 15 / 1.6
nor4: 13 / 2.5
nand3b: 9 / 1.4
buf: 5 / 0.62
nor4b: 8 / 1.5
==> worst register-to-register path: stages (launching register included) <==
cell,delay (ns)
dfxtp_1,0.36
or4b_1,0.52
nor4_1,0.28
and4_1,0.58
and3b_1,0.23
o21bai_1,0.14
==> path summary, 6_finish.rpt <==
kind,from,to,slack (ns),cells past startpoint
max,count_100M[7]$_SDFF_PN0_,count_100M[24]$_SDFF_PN0_,2.60,5
min,count_100M[26]$_SDFF_PN0_,count_100M[26]$_SDFF_PN0_,0.47,1
max reg2reg,count_100M[7]$_SDFF_PN0_,count_100M[24]$_SDFF_PN0_,2.60,5
min reg2reg,count_100M[26]$_SDFF_PN0_,count_100M[26]$_SDFF_PN0_,0.47,1
==> area by class of cell <==
type	count	area [um2]	area share (%)
multi-input combinational	366	2350	46.7
inverter	18	72.6	1.44
clock buffer	9	124	2.46
tap	108	135	2.68
sequential	110	2200	43.7
clock inverter	7	96.3	1.91
timing repair buffer	6	55.1	1.09
Power is estimated from default activity; no workload was simulated.
